<file path="design.v">
module control #(parameter STRIDE=1, xs=32, ws=5)
 		(input iValid,iCLK, iRSTn,
  		output reg oValid);
reg [4:0] j;
reg [4:0] i;
reg [4:0] col_next;
reg [4:0] row_next;
reg xValid;
always@(posedge iCLK, negedge iRSTn)
begin
	if(!iRSTn) xValid <=0;
	else xValid <= iValid;
end
always@(posedge iCLK, negedge iRSTn)
begin
	if(!iRSTn) j<=0;
		else if(xValid)
			begin
			if( j==xs-1) j<=0;
			else j<=j+1;
 			end
end
always@(posedge iCLK, negedge iRSTn)
	begin
		if(!iRSTn) i<=0;
		else if(xValid)
		begin 
			if (j == xs-1) i<=i+1;
			else if( j==xs-1 && i==xs-1) i<=0;
		end
	end
always@(posedge iCLK, negedge iRSTn)
	begin
		if(!iRSTn) col_next <=  ws-1;
		else if(xValid)
			begin 
				if (i==row_next && j==col_next)
					begin
						if(j==xs-1) col_next <= ws-1;
						else col_next <= col_next + STRIDE;
					end
			end
	end
always@(posedge iCLK, negedge iRSTn)
	begin
		if(!iRSTn) row_next<= ws-1;
		else if(xValid)
			begin
				if(i==row_next && j==xs-1)begin
					if(i==xs-1 && j==xs-1) row_next <= ws-1;
					else row_next <= row_next + STRIDE;
				end
			end
	end
always@(posedge iCLK, negedge iRSTn)
begin
		if(!iRSTn) oValid<=0;
		else if(xValid && i==row_next && j==col_next) oValid <=1;
		else oValid <=0;
end
endmodule
module convol1  #(parameter BW1=16, BW2=16)
	  	(input iCLK, iRSTn, 
	  	input signed [7:0] iW1,iW2,iW3,iW4,iW5,
	  	input signed [7:0] iX,
	  	input signed [BW1-1:0] iPsum,
	  	output signed [BW2-1:0] oPsum);
wire [18:0] a1;
pe5 #(16,19) hi1 (.iCLK(iCLK),.iRSTn(iRSTn),.iW1(iW1),.iW2(iW2),.iW3(iW3),.iW4(iW4),.iW5(iW5),.iX(iX),.iPsum(iPsum),.oPsum(a1));
satuation  s1 (.oPsum(a1),.iData(oPsum));
endmodule
module convolution#(parameter BW1=16, BW2=16,STRIDE=1, xs=32, ws=5)
	  	(input iCLK, iRSTn, iWren,
		input [4:0] iADDR,
		input [7:0] iWeight,
	  	 input signed [7:0] iX,
		input iValid,
	  	 output signed [BW2-1:0] oPsum,
		output oValid);
wire signed [7:0] iW1,iW2,iW3,iW4,iW5,iW6,iW7,iW8,iW9,iW10,iW11,iW12,iW13,iW14,iW15,iW16,iW17,iW18,iW19,iW20,iW21,iW22,iW23,iW24,iW25;
reg signed [7:0] iX0;
wire signed[BW2-1:0] sat1;
wire signed[BW2-1:0] d1;
wire signed[BW2-1:0] sat2;
wire signed[BW2-1:0] d2;
wire signed[BW2-1:0] sat3;
wire signed[BW2-1:0] d3;
wire signed[BW2-1:0] sat4;
wire signed[BW2-1:0] d4;
always@(posedge iCLK, negedge iRSTn)
begin
	if(!iRSTn) iX0 <=0;
	else iX0 <= iX;
end
decoder dec1(.iCLK(iCLK),.iRSTn(iRSTn),.iWren(iWren),.iAddr(iADDR),.iWeight(iWeight),.iW1(iW1),.iW2(iW2),.iW3(iW3),.iW4(iW4),.iW5(iW5),.iW6(iW6),.iW7(iW7),.iW8(iW8),.iW9(iW9),.iW10(iW10),.iW11(iW11),.iW12(iW12),.iW13(iW13),.iW14(iW14),.iW15(iW15),.iW16(iW16),.iW17(iW17),.iW18(iW18),.iW19(iW19),.iW20(iW20),.iW21(iW21),.iW22(iW22),.iW23(iW23),.iW24(iW24),.iW25(iW25));
convol1  c1(.iCLK(iCLK),.iRSTn(iRSTn),.iW1(iW1),.iW2(iW2),.iW3(iW3),.iW4(iW4),.iW5(iW5),.iX(iX0),.iPsum(16'd0),.oPsum(sat1));
line_buf line1(.iCLK(iCLK),.iRSTn(iRSTn),.iData(sat1),.oData(d1));
convol1  c2(.iCLK(iCLK),.iRSTn(iRSTn),.iW1(iW6),.iW2(iW7),.iW3(iW8),.iW4(iW9),.iW5(iW10),.iX(iX0),.iPsum(d1),.oPsum(sat2));
line_buf line2(.iCLK(iCLK),.iRSTn(iRSTn),.iData(sat2),.oData(d2));
convol1  c3(.iCLK(iCLK),.iRSTn(iRSTn),.iW1(iW11),.iW2(iW12),.iW3(iW13),.iW4(iW14),.iW5(iW15),.iX(iX0),.iPsum(d2),.oPsum(sat3));
line_buf line3(.iCLK(iCLK),.iRSTn(iRSTn),.iData(sat3),.oData(d3));
convol1  c4(.iCLK(iCLK),.iRSTn(iRSTn),.iW1(iW16),.iW2(iW17),.iW3(iW18),.iW4(iW19),.iW5(iW20),.iX(iX0),.iPsum(d3),.oPsum(sat4));
line_buf line4(.iCLK(iCLK),.iRSTn(iRSTn),.iData(sat4),.oData(d4));
convol1  c5(.iCLK(iCLK),.iRSTn(iRSTn),.iW1(iW21),.iW2(iW22),.iW3(iW23),.iW4(iW24),.iW5(iW25),.iX(iX0),.iPsum(d4),.oPsum(oPsum));
control cc1 (.iCLK(iCLK),.iRSTn(iRSTn),.iValid(iValid),.oValid(oValid));
endmodule
module decoder(input iCLK, iRSTn,iWren,
		input [4:0] iAddr,
		input [7:0] iWeight,
		output reg [7:0] iW1,iW2,iW3,iW4,iW5,iW6,iW7,iW8,iW9,iW10,iW11,iW12,iW13,iW14,iW15,iW16,iW17,iW18,iW19,iW20,iW21,iW22,iW23,iW24,iW25);
wire [24:0] en;
assign en[0] = (iWren && iAddr==0)?1:0;
assign en[1] = (iWren && iAddr==1)?1:0;
assign en[2] = (iWren && iAddr==2)?1:0;
assign en[3] = (iWren && iAddr==3)?1:0;
assign en[4] = (iWren && iAddr==4)?1:0;
assign en[5] = (iWren && iAddr==5)?1:0;
assign en[6] = (iWren && iAddr==6)?1:0;
assign en[7] = (iWren && iAddr==7)?1:0;
assign en[8] = (iWren && iAddr==8)?1:0;
assign en[9] = (iWren && iAddr==9)?1:0;
assign en[10] = (iWren && iAddr==10)?1:0;
assign en[11] = (iWren && iAddr==11)?1:0;
assign en[12] = (iWren && iAddr==12)?1:0;
assign en[13] = (iWren && iAddr==13)?1:0;
assign en[14] = (iWren && iAddr==14)?1:0;
assign en[15] = (iWren && iAddr==15)?1:0;
assign en[16] = (iWren && iAddr==16)?1:0;
assign en[17] = (iWren && iAddr==17)?1:0;
assign en[18] = (iWren && iAddr==18)?1:0;
assign en[19] = (iWren && iAddr==19)?1:0;
assign en[20] = (iWren && iAddr==20)?1:0;
assign en[21] = (iWren && iAddr==21)?1:0;
assign en[22] = (iWren && iAddr==22)?1:0;
assign en[23] = (iWren && iAddr==23)?1:0;
assign en[24] = (iWren && iAddr==24)?1:0;
always@(posedge iCLK, negedge iRSTn)
	begin
		if(!iRSTn) iW1<=0;
		else if (en[0]==1) iW1 <= iWeight;
	end
always@(posedge iCLK, negedge iRSTn)
	begin
		if(!iRSTn) iW2<=0;
		else if (en[1]==1) iW2 <= iWeight;
	end
always@(posedge iCLK, negedge iRSTn)
	begin
		if(!iRSTn) iW3<=0;
		else if (en[2]==1) iW3 <= iWeight;
	end
always@(posedge iCLK, negedge iRSTn)
	begin
		if(!iRSTn) iW4<=0;
		else if (en[3]==1) iW4<= iWeight;
	end
always@(posedge iCLK, negedge iRSTn)
	begin
		if(!iRSTn) iW5<=0;
		else if (en[4]==1) iW5 <= iWeight;
	end
always@(posedge iCLK, negedge iRSTn)
	begin
		if(!iRSTn) iW6<=0;
		else if (en[5]==1) iW6 <= iWeight;
	end
always@(posedge iCLK, negedge iRSTn)
	begin
		if(!iRSTn) iW7<=0;
		else if (en[6]==1) iW7 <= iWeight;
	end
always@(posedge iCLK, negedge iRSTn)
	begin
		if(!iRSTn) iW8<=0;
		else if (en[7]==1) iW8 <= iWeight;
	end
always@(posedge iCLK, negedge iRSTn)
	begin
		if(!iRSTn) iW9<=0;
		else if (en[8]==1) iW9 <= iWeight;
	end
always@(posedge iCLK, negedge iRSTn)
	begin
		if(!iRSTn) iW10<=0;
		else if (en[9]==1) iW10 <= iWeight;
	end
always@(posedge iCLK, negedge iRSTn)
	begin
		if(!iRSTn) iW11<=0;
		else if (en[10]==1) iW11 <= iWeight;
	end
always@(posedge iCLK, negedge iRSTn)
	begin
		if(!iRSTn) iW12<=0;
		else if (en[11]==1) iW12 <= iWeight;
	end
always@(posedge iCLK, negedge iRSTn)
	begin
		if(!iRSTn) iW13<=0;
		else if (en[12]==1) iW13 <= iWeight;
	end
always@(posedge iCLK, negedge iRSTn)
	begin
		if(!iRSTn) iW14<=0;
		else if (en[13]==1) iW14 <= iWeight;
	end
always@(posedge iCLK, negedge iRSTn)
	begin
		if(!iRSTn) iW15<=0;
		else if (en[14]==1) iW15 <= iWeight;
	end
always@(posedge iCLK, negedge iRSTn)
	begin
		if(!iRSTn) iW16<=0;
		else if (en[15]==1) iW16 <= iWeight;
	end
always@(posedge iCLK, negedge iRSTn)
	begin
		if(!iRSTn) iW17<=0;
		else if (en[16]==1) iW17 <= iWeight;
	end
always@(posedge iCLK, negedge iRSTn)
	begin
		if(!iRSTn) iW18<=0;
		else if (en[17]==1) iW18 <= iWeight;
	end
always@(posedge iCLK, negedge iRSTn)
	begin
		if(!iRSTn) iW19<=0;
		else if (en[18]==1) iW19 <= iWeight;
	end
always@(posedge iCLK, negedge iRSTn)
	begin
		if(!iRSTn) iW20<=0;
		else if (en[19]==1) iW20 <= iWeight;
	end
always@(posedge iCLK, negedge iRSTn)
	begin
		if(!iRSTn) iW21<=0;
		else if (en[20]==1) iW21 <= iWeight;
	end
always@(posedge iCLK, negedge iRSTn)
	begin
		if(!iRSTn) iW22<=0;
		else if (en[21]==1) iW22 <= iWeight;
	end
always@(posedge iCLK, negedge iRSTn)
	begin
		if(!iRSTn) iW23<=0;
		else if (en[22]==1) iW23 <= iWeight;
	end
always@(posedge iCLK, negedge iRSTn)
	begin
		if(!iRSTn) iW24<=0;
		else if (en[23]==1) iW24 <= iWeight;
	end
always@(posedge iCLK, negedge iRSTn)
	begin
		if(!iRSTn) iW25<=0;
		else if (en[24]==1) iW25 <= iWeight;
	end
endmodule
module dff #(parameter N = 16)
	      (input iCLK, iRSTn,
	      input [N-1:0] iD, 
	      output reg [N-1:0] oQ);
always@(posedge iCLK, negedge iRSTn)
	begin
		if(!iRSTn) oQ <=0;
		else oQ <= iD;
	end
endmodule
module line_buf #(parameter N=16,D=27)
	      (input iCLK, iRSTn,
	      input [N-1:0] iData, 
	      output [N-1:0] oData);
wire [N-1:0] data_arr [0:D];
assign data_arr[0] = iData;
genvar i;
generate for (i=0; i<D ; i=i+1) begin:gen_dff
dff #(N) u_dff(.iCLK(iCLK),.iRSTn(iRSTn),.iD(data_arr[i]),.oQ(data_arr[i+1]));
end
endgenerate
assign oData = data_arr[D];
endmodule
module pe #(parameter BW1=16, BW2=16)
	  (input iCLK, iRSTn, 
	  input signed [7:0] iW,
	  input signed [7:0] iX,
	  input signed [BW1-1:0] iPsum,
	  output reg signed [BW2-1:0] oPsum);
wire signed [15:0] inn1;
wire signed [BW2-1:0] inn2;
assign inn1 = iW * iX;
assign inn2 = inn1 + iPsum;
always@(posedge iCLK, negedge iRSTn)
begin
	if(!iRSTn) oPsum <=0;
	else oPsum <= inn2;
end
endmodule
module pe5 #(parameter BW1=16, BW2=19)
	  (input iCLK, iRSTn, 
	  input signed [7:0] iW1,iW2,iW3,iW4,iW5,
	  input signed [7:0] iX,
	  input signed [BW1-1:0] iPsum,
	  output signed [BW2-1:0] oPsum);
wire signed [16:0] b0;
wire signed [17:0] b1;
wire signed [17:0] b2;
wire signed [18:0] b3;
pe  #(16,17) p0(.iCLK(iCLK),.iRSTn(iRSTn),.iW(iW1),.iX(iX),.iPsum(iPsum),.oPsum(b0));
pe  #(17,18) p1(.iCLK(iCLK),.iRSTn(iRSTn),.iW(iW2),.iX(iX),.iPsum(b0),.oPsum(b1));
pe  #(18,18) p2(.iCLK(iCLK),.iRSTn(iRSTn),.iW(iW3),.iX(iX),.iPsum(b1),.oPsum(b2));
pe  #(18,19) p3(.iCLK(iCLK),.iRSTn(iRSTn),.iW(iW4),.iX(iX),.iPsum(b2),.oPsum(b3));
pe  #(19,19) p4(.iCLK(iCLK),.iRSTn(iRSTn),.iW(iW5),.iX(iX),.iPsum(b3),.oPsum(oPsum));
endmodule
module satuation(input signed [18:0] oPsum,
		 output reg signed [15:0] iData);
always@(*)
begin
	if(oPsum<=-32768) iData=-32768;
	else if(oPsum>=32767) iData=32767;
	else iData=oPsum;
end
endmodule
</file>
<file path="run.sh">
#!/bin/bash
# OpenROAD 26Q1-2900-gdf79404cd8, Yosys 0.63+post, stock flow scripts
make -C /OpenROAD-flow-scripts/flow DESIGN_CONFIG=/design/flow/config.mk WORK_HOME=/design/flow/orfs finish
</file>
<file path="config.mk">
export PLATFORM = sky130hd
export DESIGN_NAME = convolution
export DESIGN_NICKNAME = convolution
export VERILOG_FILES = /design/flow/design.v
export SDC_FILE = /design/flow/constraint.sdc
export NUM_CORES = 4
export LEC_CHECK = 1
export CORE_UTILIZATION = 30
</file>
<file path="constraint.sdc">
current_design convolution

set clk_period 13.6
set clk_io_pct 0.2

create_clock -name clk0 -period $clk_period [get_ports {iCLK}]

set non_clock_inputs [all_inputs -no_clocks]
set_input_delay [expr $clk_period * $clk_io_pct] -clock clk0 $non_clock_inputs
set_output_delay [expr $clk_period * $clk_io_pct] -clock clk0 [all_outputs]
</file>
==> flow_summary.json <==
{
  "status": "completed",
  "synthTopCellsByCount": "dfrtp_1 (2409), inv_1 (2316), fa_1 (1995), ha_1 (1048), nand2_1 (913)",
  "num_rows": 255,
  "cts_htree_levels": 4,
  "cp_slowest_cell": "dfrtp_4",
  "avgViaCountPerCell": 4.172,
  "ys.warnings.count": 11,
  "dr.pass1.iters": 5,
  "syn-cell-area_um2": 145500,
  "grt_overflow": 0,
  "fp-utilization_pct": 30.15,
  "worstPathArrival_ns": 7.91,
  "gp_congestion": 0.8673,
  "dp_hpwl_um": 197400,
  "period_used_pct": 52.23,
  "track_usage_pct": 12.50,
  "edf_count": 0,
  "cts_setup_buffers": 0,
  "ys_ff": 2411,
  "io_buffers": 41,
  "clockRootBuffer": "clkbuf_16",
  "rsz0062_at_grt": "false",
  "finalSetupViolations": 0,
  "post_dp_cell_area_um2": 153700,
  "max_slew_margin_pct": 37.22,
  "fin_crit_ns": 7.103,
  "die_w_um": 698.3,
  "drt_wl_total_um": 273000,
  "cts_buffers": 231,
  "avgSynthCellArea_um2": 12.39,
  "vias": 76930,
  "holdWs_ns": 0.3027,
  "fin_skew_ns": 0.05055,
  "clk_path_buf_depth": 4,
  "cpPeakStageDelay_ns": 0.71,
  "dieArea_um2": 487700,
  "yosys_area_um2": 145500,
  "area_growth_pct": 11.13,
  "wl_per_cell_um": 14.80,
  "top_cell": "dfrtp_1",
  "async_reset_ff_share_pct": 100.0,
  "maxSlewViolCount": 0,
  "ys_seq_share_pct": 41.48,
  "worstPathRequired_ns": 14.40,
  "die_h_um": 698.3,
  "yosysTopAreaCell": "dfrtp_1",
  "ys.flop_type": "dfrtp_1",
  "drive_gt1_share_pct": 6.305,
  "ys_types": 74,
  "path_cells": "buf_4 -> buf_4 -> buf_4 -> and2_1 -> inv_1 -> fa_1 -> inv_1 -> fa_1 -> fa_1 -> fa_1 -> fa_1 -> ha_1 -> o21a_1 -> o31a_1 -> o211ai_1 -> a31oi_1 -> a21o_1 -> a21oi_1 -> xnor2_1",
  "postCtsHoldBufs": 0,
  "ys_cells": 11740,
  "post_cts_resized": 0,
  "grt_pass1_vias": 85400,
  "timing.fmax_mhz": 140.8,
  "cts_tree": "yes",
  "io_pins": 42,
  "drv_cap": 0,
  "grt_pass1_wl_um": 466000,
  "drc": 0,
  "setup_tns_ns": 0,
  "ant_nets": 0,
  "clk_pin_slew_ns": 0.06,
  "crit_path_end_kind": "register",
  "antenna_found_initial": 20,
  "area_leaders": "dfrtp_1 (41%), fa_1 (27%), ha_1 (9.0%), inv_1 (6.0%), and2_1 (3.4%)",
  "worst_pin_slew_ns": 0.9390,
  "hold_path.class": "reg -> reg",
  "clk_latency_ns": 0.89,
  "final_area_um2": 161700,
  "grt_max_degree": 141,
  "finalHoldViolations": 0,
  "synthCells": 11740,
  "cts_sinks": 2411,
  "synth_top_area_share_pct": 41.44,
  "critical_path_class": "reg -> reg",
  "core_area_um2": 482400,
  "cp_common_cell": "fa_1",
  "start_kind": "register",
  "warnings": 102,
  "drt_iter0_markers": 3227,
  "path_max_fanout": 30
}
==> flip-flops by register name (all words and copies together) (netlist names), 19 cells and up <==
| name | flops |
|---|---|
| c3.hi1.p3.oPsum | 19 |
| c2.hi1.p3.oPsum | 19 |
| line2.gen_dff.u_dff.oQ | 432 |
| c1.hi1.p4.oPsum | 19 |
| c1.hi1.p3.oPsum | 19 |
| line1.gen_dff.u_dff.oQ | 432 |
| c2.hi1.p4.oPsum | 19 |
| c4.hi1.p4.oPsum | 19 |
| line4.gen_dff.u_dff.oQ | 432 |
| line3.gen_dff.u_dff.oQ | 432 |
| c3.hi1.p4.oPsum | 19 |
| c5.hi1.p4.oPsum | 19 |
| c5.hi1.p3.oPsum | 19 |
| c4.hi1.p3.oPsum | 19 |
==> layout make-up <==
| cell class | instances | area, µm² |
|---|---|---|
| Fill cell | 46800 | 320800 |
| Multi-Input combinational cell | 6718 | 75370 |
| Sequential cell | 2411 | 60370 |
| Inverter | 2316 | 8701 |
| Tap cell | 6425 | 8039 |
| Clock buffer | 291 | 6377 |
| Clock inverter | 134 | 1516 |
| Timing Repair Buffer | 137 | 1271 |
| Antenna cell | 9 | 22.52 |
==> per-stage QoR <==
step           instances  util, %  setup WS [ns]
2_1_floorplan      11740        -          7.177
3_3_place_gp       18010    31.87          6.431
3_5_place_dp       18010    31.87          6.482
4_1_cts            18430    33.51          6.467
5_1_grt            18430    33.51          6.062
6_report           18440    33.51          6.497
==> kinds of logic (layout without fill, tap and decap cells) <==
family          after synthesis  count (layout)  synth area share (%)
mux                         206             206                 1.593
fa+ha+maj                  3043            3043                 36.47
other cells                   0               9                     0
xor+xnor                    453             453                 2.728
buf+inv                    2608            2878                 6.736
simple gates               2329            2329                 7.913
compound gates              687             687                 3.083
flops                      2411            2411                 41.48
==> cell usage in the layout (no fill, tap or decap), types with 11 or more instances in the layout <==
master	instances
dfrtp_1	2401
inv_1	2315
fa_1	1995
ha_1	1048
nand2_1	913
and2_1	788
xnor2_1	364
nor2_1	286
clkbuf_16	232
a21oi_1	207
mux2_2	204
o21ai_0	124
xor2_1	89
buf_4	83
nand2b_1	76
o21a_1	63
a21o_1	55
nor2b_1	53
o21bai_1	52
nor3_1	49
clkinv_2	44
nand3_1	38
clkbuf_8	35
clkdlybuf4s50_1	32
nand4_1	31
clkinvlp_4	30
a31oi_1	29
nor4_1	25
clkbuf_1	24
bufinv_16	22
or3_1	21
o211ai_1	21
and3_1	20
a211oi_1	20
clkinv_4	20
o31a_1	16
buf_12	13
o41ai_2	11
==> routing by layer <==
metal,wire length [µm],share of wire (%),vias to the layer above,global-route usage (%)
li1,-,-,35620,-
met1,118500,43,39190,18.07
met2,123500,45,1764,18.55
met3,25780,9.4,334,5.314
met4,5030,1.8,22,1.922
met5,138,0.051,-,0
==> worst paths after layout <==
kind / from / endpoint / slack (ns) / depth (start not counted)
setup / recovery: iX0[0]$_DFF_PN0_ / c4.hi1.p4.oPsum[18]$_DFF_PN0_ / 6.50 / 19
hold / removal: line1.gen_dff[19].u_dff.oQ[13]$_DFF_PN0_ / line1.gen_dff[20].u_dff.oQ[13]$_DFF_PN0_ / 0.30 / 0
setup reg to reg: iX0[0]$_DFF_PN0_ / c4.hi1.p4.oPsum[18]$_DFF_PN0_ / 6.50 / 19
hold reg to reg: line1.gen_dff[19].u_dff.oQ[13]$_DFF_PN0_ / line1.gen_dff[20].u_dff.oQ[13]$_DFF_PN0_ / 0.30 / 0
max in group asynchronous: iRSTn / line2.gen_dff[18].u_dff.oQ[15]$_DFF_PN0_ / 8.54 / 5
min in group asynchronous: iRSTn / cc1.col_next[0]$_DFFE_PN0P_ / 1.77 / 1
==> critical path: cells and delay by family (launching register included) <==
family,cells,cell delay [ns]
xor gates and xnor gates,1,0.13
and+or+nand+nor,1,0.70
DFF,1,0.71
AOI/OAI and AO/OA,6,1.17
adders and majority gates,6,2.79
buffers and inverters,5,1.48
